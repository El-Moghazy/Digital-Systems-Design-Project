### constraint.sdc
current_design Project

set clk_period 4.1
set clk_io_pct 0.2

create_clock -name clk0 -period $clk_period [get_ports {clock_50MHz}]

set non_clock_inputs [all_inputs -no_clocks]
set_input_delay [expr $clk_period * $clk_io_pct] -clock clk0 $non_clock_inputs
set_output_delay [expr $clk_period * $clk_io_pct] -clock clk0 [all_outputs]
### design.v
module GateControl(open_gate , position_1 , position_2 , position_3 , position_4 , position_5 , position_6 , infrared_input, clock_50MHz);
output reg open_gate;
input infrared_input, position_1 , position_2 , position_3 , position_4 , position_5 , position_6 , clock_50MHz;
reg open_clock, close_clock;
always @(infrared_input)
begin
	if(~infrared_input)
		begin
			if(position_1 | position_2 | position_3 | position_4 | position_5 | position_6)
				open_gate<=open_clock;
			else
				open_gate<=close_clock;
		end
	else
		open_gate<=close_clock;	
end
reg [20:0]counter_33Hz;
initial
begin
counter_33Hz<=0;
open_clock<=0;
close_clock<=0;
end
always@(posedge clock_50MHz)
begin
if(counter_33Hz==1_500_000)
		counter_33Hz<=0;
else
	counter_33Hz<=counter_33Hz+1;
end
always@(posedge clock_50MHz)
begin 
	if(counter_33Hz<26000)
		close_clock<=1;
	else
		close_clock<=0;
end
always @(posedge clock_50MHz)
begin
	if(counter_33Hz<80000)
		open_clock<=1;
	else
		open_clock<=0;
end
endmodule
module LCDControl1(clk, in, lcd_rs, lcd_rw, lcd_e, lcd_4, lcd_5, lcd_6, lcd_7);
                    parameter       n = 27;	 
                    parameter       k = 17;	 
                    input           clk;
						  input [5:0]     in;
                    reg     [n-1:0] count=0;
                    reg             lcd_busy=1;  
                    reg             lcd_stb;	 
                    reg       [5:0] lcd_code;	 
                    reg       [6:0] lcd_stuff;  
						  reg       [5:0]	lcd_text [0:12];
                    output reg      lcd_rs;
                    output reg      lcd_rw;
						  output reg      lcd_e;
                    output reg      lcd_7;
                    output reg      lcd_6;
                    output reg      lcd_5;
                    output reg      lcd_4;
						  reg [5:0] in_copy =  6'b011111;
  always @ (posedge clk) begin
		count <= count + 1;
	 	case (count[k+7:k+2])
		 0: lcd_code <= 6'b000010;     
       1: lcd_code <= 6'b000010;
       2: lcd_code <= 6'b001100;	
       3: lcd_code <= 6'b000000;     
       4: lcd_code <= 6'b001100;
       5: lcd_code <= 6'b000000;     
       6: lcd_code <= 6'b000001;
       7: lcd_code <= 6'b000000;     
       8: lcd_code <= 6'b000110;
	    9: lcd_code <= lcd_text[0];
      10: lcd_code <= lcd_text[1];
      11: lcd_code <= lcd_text[2];
      12: lcd_code <= lcd_text[3];
      13: lcd_code <= lcd_text[4];
      14: lcd_code <= lcd_text[5];
      15: lcd_code <= lcd_text[6];
      16: lcd_code <= lcd_text[7];
      17: lcd_code <= lcd_text[8];
      18: lcd_code <= lcd_text[9];
      19: lcd_code <= lcd_text[10];
      20: lcd_code <= lcd_text[11];
		21: if (~(in_copy == in)) begin count <= 0; in_copy <= in; lcd_busy <= 1; end
		default: lcd_code <= 6'b010000;
    endcase
	 if( in == 6'b000000 )
		begin
			lcd_text[0] <= 6'h24;	 
			lcd_text[1] <= 6'h26;
			lcd_text[2] <= 6'h27;	 
			lcd_text[3] <= 6'h25;
			lcd_text[4] <= 6'h26;	 
			lcd_text[5] <= 6'h2c;
			lcd_text[6] <= 6'h26;	 
			lcd_text[7] <= 6'h2c;
			lcd_text[8] <= 6'h22;
			lcd_text[9] <= 6'h20;
			lcd_text[10] <= 6'h22;
			lcd_text[11] <= 6'h20;
		end
	 else	 
		begin
			lcd_text[0] <= 6'h25;	 
			lcd_text[1] <= 6'h23;
			lcd_text[2] <= 6'h26;	 
			lcd_text[3] <= 6'h2c;
			lcd_text[4] <= 6'h26;	 
			lcd_text[5] <= 6'h2f;
			lcd_text[6] <= 6'h27;	 
			lcd_text[7] <= 6'h24;
			lcd_text[8] <= 6'h22;	 
			lcd_text[9] <= 6'h20;
			if(in[0] == 1'b1)
				begin
					lcd_text[10] <= 6'h23;	 
					lcd_text[11] <= 6'h21;
				end
			else if(in[1] == 1'b1)
				begin
					lcd_text[10] <= 6'h23;	 
					lcd_text[11] <= 6'h22;
				end
			else if(in[2] == 1'b1)
				begin
					lcd_text[10] <= 6'h23;	 
					lcd_text[11] <= 6'h23;
				end
			else if(in[3] == 1'b1)
				begin
					lcd_text[10] <= 6'h23;	 
					lcd_text[11] <= 6'h24;
				end
			else if(in[4] == 1'b1)
				begin
					lcd_text[10] <= 6'h23;	 
					lcd_text[11] <= 6'h25;
				end
			else if(in[5] == 1'b1)
				begin
					lcd_text[10] <= 6'h23;	 
					lcd_text[11] <= 6'h26;
				end
		end
	 if (lcd_rw)
      lcd_busy <= 0;
    lcd_stb <= ^count[k+1:k+0] & ~lcd_rw & lcd_busy;   
    lcd_stuff <= {lcd_stb,lcd_code};
    {lcd_e,lcd_rs,lcd_rw,lcd_7,lcd_6,lcd_5,lcd_4} <= lcd_stuff;
	end
endmodule
module Led(output reg [5:0] out, input [5:0] in);
always @(in)
begin
	if(in[0]) out[0]=1;
	else out[0]=0;
	if(in[1]) out[1]=1;
	else out[1]=0;
	if(in[2]) out[2]=1;
	else out[2]=0;
	if(in[3]) out[3]=1;
	else out[3]=0;
	if(in[4]) out[4]=1;
	else out[4]=0;
	if(in[5]) out[5]=1;
	else out[5]=0;
end
endmodule
module Project( lcd_rs,  leds , lcd_rw, lcd_e ,open_gate , pos , lcd_4, lcd_5, lcd_6, lcd_7 , infrared_input, clock_50MHz) ;
input [5:0] pos ;
output [5:0] leds   ;
input  infrared_input , clock_50MHz ;
output reg       lcd_rs;
output reg       lcd_rw;
output reg       lcd_e;
output reg       lcd_7;
output reg       lcd_6;
output reg       lcd_5;
output reg       lcd_4;
output open_gate ;
LCDControl1 lcd (  clock_50MHz, pos , lcd_rs, lcd_rw, lcd_e, lcd_4, lcd_5, lcd_6, lcd_7);
Led led(leds , pos ) ;
GateControl gate( open_gate , pos[0] , pos[1] , pos[2] , pos[3] , pos[4] , pos[5] , infrared_input, clock_50MHz) ;
endmodule
### run.sh
#!/bin/bash
# OpenROAD 26Q1-2900-gdf79404cd8, Yosys 0.63+post, stock flow scripts
make -C /OpenROAD-flow-scripts/flow DESIGN_CONFIG=/design/flow/config.mk WORK_HOME=/design/flow/orfs finish
### config.mk
export PLATFORM = sky130hd
export DESIGN_NAME = Project
export DESIGN_NICKNAME = Project
export VERILOG_FILES = /design/flow/design.v
export SDC_FILE = /design/flow/constraint.sdc
export NUM_CORES = 4
export LEC_CHECK = 1
export CORE_UTILIZATION = 50
==> flow_metrics.py <==
# Auto-generated metrics
metrics = {
    "run_status": {
        "status": "finished, final reports clean",
    },
    "global_routing": {
        "grt_most_used_layer": "met1",
        "grt_overflow": 0,
        "gr-usage-met2_pct": 26.39,
        "grt_max_degree": 31,
        "grt_pass1_wl_mm": 10.08,
        "antenna_found_initial": 0,
        "use_met3_pct": 4.482,
        "grt_pass1_vias": 2214,
        "grt_use_total_pct": 17.85,
        "grtUsageMet1_pct": 28.59,
    },
    "final_timing": {
        "skew_ps": 8.829,
        "fin_crit_sh_pct": 82.55,
        "fmax_mhz": 295.5,
        "tightest_slew_ps": 616.6,
        "period_needed_ps": 3385,
        "rsz0062_at_grt": "false",
        "finalHoldViolCount": 0,
        "slew-limit-headroom_pct": 58.84,
        "finalSetupViolations": 0,
        "timing.final.max_slew_violations": 0,
        "fin_setup_tns_ps": 0,
    },
    "final_layout": {
        "fin_cells": 452,
        "syn_to_final_growth_pct": 12.23,
        "drive_gt1_share_pct": 6.933,
        "layout_top_cells": "dfxtp_1, nor2_1, nand2_1",
        "lay_top_count": "dfxtp_1",
        "n_fill_cell": 550,
    },
    "clock_tree": {
        "clock_sinks": 82,
        "cts_hold_buf": 0,
        "clk_latency_ps": 340,
        "htree_levels": 3,
        "clk_path_buf_depth": 2,
        "cts_buffers": 9,
        "post_cts_buffers": 0,
        "cts_tree": "yes",
        "cts_root_buf": "clkbuf_8",
        "ctsResizeCount": 0,
        "clkTransAtPathRegs_ps": 80,
    },
    "flow_run": {
        "maxCapViolCount": 0,
        "tool_warnings": 26,
    },
    "synthesis": {
        "yosysWarnings": 4,
        "synthCells": 354,
        "synth_seq_share_pct": 51.58,
        "syn_avg_cell_area_um2": 9.649,
        "ys_seq_elements": 82,
        "yosysCellCount": 354,
        "yosys_most_used_dff": "dfxtp_1",
        "edf_count": 12,
        "syn-cell-area_um2": 3416,
        "synth_cell_type_count": 49,
        "synthArstFlopShare_pct": 0,
        "yosysChipArea_um2": 3416,
    },
    "power_and_ir_drop": {
        "total_power_mw": 1.523,
        "p_per_area_nw_per_um2": 397.4,
        "leakage_nw": 1.439,
        "ir_drop_mv": 0.1767,
    },
    "critical_path": {
        "crit_fanout": 6,
        "r2r_end": "lcd.in_copy[0]",
        "path_buffers": 3,
        "path_class": "input pin to output port",
        "cp_slowest_stage_delay_ps": 490,
        "cp.required_ps": 3280,
        "timing.critical_path.cells": "clkdlybuf4s50_1 -> nor3_1 -> nand2_1 -> inv_1 -> nor2_1 -> mux2_2 -> clkdlybuf4s50_1",
        "r2r-start": "lcd.count[22]",
        "cpLargestDelayFamily": "buffers and inverters",
        "rr_worst_depth": 4,
        "r2r_slack_ps": 1890,
        "cp-end-kind": "output port",
        "startpoint_type": "input pin",
        "crit_arrival_ps": 2560,
        "cpMaxStageDelayCell": "clkdlybuf4s50_1",
        "cp_common_cell": "clkdlybuf4s50_1",
    },
    "floorplan": {
        "chip_area_um2": 7166,
        "fp_util_pct": 52.89,
        "num_rows": 29,
        "die_h_um": 84.66,
        "pin_count": 22,
        "die_x_um": 84.66,
        "core_area_um2": 6459,
    },
    "drt": {
        "first_iter_violations": 122,
        "antennaDiodeCount": 0,
        "first_pass_iters": 4,
        "wl_mm": 5.632,
        "drc": 0,
        "postRouteAntennaNets": 0,
        "vias_per_cell": 5.268,
        "num_vias": 2381,
        "wl_per_cell_um": 12.46,
    },
    "placement": {
        "port_buffers": 21,
        "gp_congestion": 0.8575,
        "dp_hpwl_mm": 3.729,
        "dpl.cell_count": 436,
    },
    "min_path": {
        "min-delay-start": "lcd.lcd_stuff[5]",
        "hold_class": "flip-flop to flip-flop",
        "whs_endpoint": "lcd.lcd_rs",
        "hold_depth": 0,
    },
}
-- worst max-delay path by stage --
| stage | startpoint | endpoint | slack [ps] | depth (start not counted) |
|---|---|---|---|---|
| 6_report | pos[0] | open_gate | 720 | 7 |
| 5_1_grt | pos[0] | open_gate | 540 | 7 |
| 4_1_cts | pos[0] | open_gate | 690 | 7 |
-- power breakdown --
part | total [mW] | internal, mW | switching (mW)
logic | 0.0725 | 0.0437 | 0.0288
clock network | 0.556 | 0.280 | 0.276
registers | 0.895 | 0.854 | 0.0409
total | 1.52 | 1.18 | 0.346
-- layout make-up --
class	instances	area [µm²]	area share (%)
flip-flops and latches	82	1762	45.95
multi-input cells	246	1535	40.05
repair buffers	23	225.2	5.875
clock buffers	11	131.4	3.427
well taps	77	96.34	2.513
clock inverters	5	53.80	1.403
inverters	8	30.03	0.7833
-- layer usage --
metal  routed length, µm  part of all wire [%]
met5                   0                     0
met2                2427                    43
met3                 261                   4.6
met4                  73                   1.3
met1                2870                    51
-- cell families after synthesis --
| group | after synthesis | synth area share, % |
|---|---|---|
| adder cells (fa/ha/maj) | 4 | 1.465 |
| AND-OR/OR-AND | 43 | 7.582 |
| flip-flops | 82 | 51.58 |
| XOR/XNOR | 41 | 10.51 |
| multiplexers | 3 | 0.9158 |
| buffers and inverters | 26 | 3.663 |
| AND/OR/NAND/NOR | 155 | 24.29 |
-- through the flow --
stage	utilization, %	instance area, µm²	setup slack [ps]	hold WS [ps]
after detailed placement	56.49	3649	690.3	312.1
after global routing	59.36	3834	536.7	322.6
after CTS	59.36	3834	685.3	324.4
final	59.36	3834	715.4	326.7
after floorplan	-	3416	1774	309.6
after global placement	56.49	3649	735.7	310.4
-- registers in the layout, summed over array words and instances (netlist names) --
| name | cells |
|---|---|
| gate.counter_33Hz | 21 |
| lcd.lcd_busy | 1 |
| lcd.lcd_6 | 1 |
| lcd.lcd_text | 6 |
| lcd.lcd_code | 6 |
| lcd.lcd_4 | 1 |
| gate.close_clock | 1 |
| lcd.lcd_rw | 1 |
| lcd.lcd_e | 1 |
| gate.open_clock | 1 |
| lcd.lcd_rs | 1 |
| lcd.lcd_5 | 1 |
| lcd.lcd_7 | 1 |
| lcd.count | 25 |
| lcd.lcd_stb | 1 |
| lcd.in_copy | 6 |
| lcd.lcd_stuff | 7 |
-- synthesized netlist by cell type (2+ instances only) --
library cell	count	area [µm²]
o21ai_1	3	15.01
dfxtp_1	70	1401
or4b_1	2	20.02
buf_2	4	20.02
nand3b_1	5	37.54
or3_1	5	31.28
a21oi_1	14	70.07
and4_1	4	35.03
a22oi_1	2	15.01
nor4_1	7	43.79
o21ai_0	11	55.05
o21a_1	2	15.01
nand2_1	23	86.33
buf_4	6	45.04
and3_1	7	43.79
clkbuf_1	7	26.28
nand4_1	7	43.79
nand3_2	3	30.03
edfxtp_1	12	360.4
and2_1	2	12.51
nor2b_1	6	37.54
a211oi_1	2	15.01
nand2b_1	3	18.77
mux2i_1	2	20.02
nor2_1	47	176.4
ha_1	4	50.05
nor3_1	6	30.03
inv_1	8	30.03
xnor2_1	20	175.2
nand3_1	19	95.09
and2b_1	2	15.01
xor2_1	21	183.9
and3_2	2	15.01
Power is estimated from default activity; no workload was simulated.
